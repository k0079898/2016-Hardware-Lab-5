==> /design/flow/run.sh <==
#!/bin/bash
# OpenROAD 26Q1-2900-gdf79404cd8, Yosys 0.63+post, stock flow scripts
make -C /OpenROAD-flow-scripts/flow DESIGN_CONFIG=/design/flow/config.mk WORK_HOME=/design/flow/orfs finish
==> /design/flow/config.mk <==
export PLATFORM = sky130hd
export DESIGN_NAME = OQ1_Vending_Machine
export DESIGN_NICKNAME = OQ1_Vending_Machine
export VERILOG_FILES = /design/flow/design.v
export SDC_FILE = /design/flow/constraint.sdc
export NUM_CORES = 4
export LEC_CHECK = 1
export CORE_UTILIZATION = 30
==> /design/flow/design.v <==
module Q1_Mealy_Sequence_Detector(Dec, In, CLK, RESET);
	output Dec;
	input In, CLK, RESET;
	parameter S0 = 3'b000;
    parameter S1 = 3'b001;
    parameter S2 = 3'b010;
    parameter S3 = 3'b011;
    parameter S4 = 3'b100;
    reg [2:0] state;
    reg [1:0] count;
    reg Dec;
	always@(posedge CLK) begin
      if(!RESET) begin
        state <= S0;
        count <= 0;
      end else begin
        if(count==2'b11) begin
          count <= 0;
        end else begin 
          count <= count + 1;
        end
        case (state)
          S0 : if(In) state <= S1;
               else state <= S0;
          S1 : if(In) state <= S2;
               else state <= S0;
          S2 : if(In) state <= S4;
               else state <= S3;
          S3 : if(In) state <= S1;
               else state <= S0;
          S4 : if(In) state <= S4;
               else state <= S3;
        endcase
      end
    end    	
    always@(*) begin
      case (state)
        S3 : if(count==3) Dec = ~In;
             else Dec = 1'b0;
        S4 : if(count==3) Dec = In;
             else Dec = 1'b0;
        default : Dec = 1'b0;
      endcase
    end
endmodule
module Q2_Sliding_Window_Detector(Dec1, Dec2, In, CLK, RESET);
	output Dec1, Dec2;
	input In, CLK, RESET;
	reg Dec1, Dec2, stop;
	reg [1:0] state, n_state, s, n_s, fin, n_fin;
	parameter S0 = 2'b00;
    parameter S1 = 2'b01;
    parameter S2 = 2'b10;
    parameter S3 = 2'b11;
    always@(posedge CLK) begin
      if(!RESET) begin
        state <= S0;
        s <= S0;
        fin <= S0;
        stop <= 1'b0;
        Dec1 <= 1'b0;
        Dec2 <= 1'b0;
      end else begin
        state <= n_state;
        s <= n_s;
        fin <= n_fin;
      end
    end
    always@(*) begin  
      if(stop==0) begin
        case (s)
          S0 : if(In) n_s = S1;
               else n_s = S0;
          S1 : if(In) n_s = S1;
               else n_s = S2;
          S2 : if(In) n_s = S1;
               else n_s = S0;
        endcase
      end
    end 
    always@(*) begin  
      if(stop==0) begin
        case (fin)
          S0 : if(In) n_fin  = S1;
               else n_fin = S0;
          S1 : if(In) n_fin = S2;
               else n_fin = S0;
          S2 : if(In)  n_fin = S3;
               else n_fin = S0;  
          S3 : stop = 1'b1;   
        endcase
      end
    end
    always@(*) begin  
      case (state)
        S0 : if(In) n_state = S0;
             else n_state = S1;
        S1 : if(In) n_state = S2;
             else n_state = S1;
        S2 : if(In) n_state = S3;
             else n_state = S1;
        S3 : if(In) n_state = S0;
             else n_state = S1;          
      endcase
    end
    always@(*) begin
      case (s)
        S2 : Dec1 = In;
        default : Dec1 = 1'b0;
      endcase
      case (state)
        S3 : Dec2 = ~In;
        default : Dec2 = 1'b0;
      endcase
    end
endmodule
module Q3_GCD(GCD, Done, Start, A, B, CLK, RESET);
	output [7:0] GCD;
	output Done;
	input  Start;
	input [7:0] A;
	input [7:0] B;
	input CLK, RESET;
	reg [1:0] state;
    reg [7:0] GCD, at ,bt;
    reg Done;
    parameter S0 = 2'b00;
    parameter S1 = 2'b01;
    parameter S2 = 2'b10;
    always@(posedge CLK) begin
      if(!RESET) begin
        state <= S0;
      end else begin
        case (state)
          S0 : begin
                 if(Start==1) begin
                   at <= A;
                   bt <= B;
                   state <= S1;
                 end
                 GCD <= 0;
                 Done <= 0;
               end
          S1 : begin
                 if(at==0) begin
                   GCD <= bt;
                   Done <= 1;
                 end else begin
                   if(bt==0) begin
                     state <= S2;
                     GCD <= at;
                     Done <= 1;
                   end else begin
                     if(at>bt) begin
                       at <= at - bt;
                       state <= S1;
                     end else begin
                       bt <= bt - at;
                       state <= S1;
                     end
                   end
                 end
               end
          S2 : state <= S0;
        endcase
      end
    end
endmodule
module debounce (pb_debounced, pb, clk);
    output pb_debounced;  
    input pb;  
    input clk;
    reg [3:0] DFF;  
    always @(posedge clk) begin
      DFF[3:1] <= DFF[2:0];
      DFF[0] <= pb;
    end
    assign pb_debounced = ((DFF == 4'b1111) ? 1'b1 : 1'b0);
endmodule
module OQ1_Vending_Machine(CLK, AN, Seg, SW, LED, Five, Ten, Fifty, RESET, Cancel);
	input        CLK, Five, Ten, Fifty, RESET, Cancel;
	input  [3:0] SW; 
	output [3:0] LED;
 	output [3:0] AN;
	output  [6:0] Seg;
	reg [23:0] divider_ds;
	reg [16:0] divider_ms;
	reg [6:0]  money, Seg=7'b0000000;
	reg [3:0]  display_value, AN=4'b1110, count;
	reg [1:0]  state;
	wire       RTC_s, RTC_ds, RTC_ms, Five_db, Ten_db, Fifty_db, RESET_db, Cancel_db;
	wire [3:0] Digit [0:1];
	parameter Wait   = 2'b00;
    parameter Buy    = 2'b01;
    parameter Return = 2'b10;
	always@ (posedge CLK) begin
	  if(divider_ms==100000) divider_ms <= 0;
      else divider_ms <= divider_ms + 1;
      if(divider_ds==10000000) divider_ds <= 0;
      else divider_ds <= divider_ds + 1;
	end
	assign RTC_ds = divider_ds[23];
	assign RTC_ms = divider_ms[16];
	debounce DB1(Five_db, Five, CLK);
	debounce DB2(Ten_db, Ten, CLK);
	debounce DB3(Fifty_db, Fifty, CLK);
	debounce DB4(RESET_db, RESET, CLK);
	debounce DB5(Cancel_db, Cancel, CLK);
	assign Digit[0] = money % 10;
	assign Digit[1] = money / 10 % 10;;
	assign LED[3] = (money >= 40) ? 1:0;
	assign LED[2] = (money >= 15) ? 1:0;
	assign LED[1] = (money >= 20) ? 1:0;
	assign LED[0] = (money >= 30) ? 1:0;
	always@(posedge RTC_ds) begin
	  if(RESET_db)begin
	    state <= Wait;
	    money <= 0;
	    count <= 0;
	  end else begin
	    case (state)
	      Wait : state <= Buy;
	      Buy  : begin
	               if(SW[3] && LED[3]) begin
	                 money <= money - 40;
	                 state <= Return;
	                 count <= 0;
	               end else if(SW[2] && LED[2]) begin
	                 money <= money - 15;
	                 state <= Return;
	                 count <= 0;
	               end else if(SW[1] && LED[1]) begin
	                 money <= money - 20;
	                 state <= Return;
	                 count <= 0;
	               end else if(SW[0] && LED[0]) begin
	                 money <= money - 30;
	                 state <= Return;
	                 count <= 0;
	               end else if(Cancel_db) begin
	                 state <= Return;
	                 count <= 0;
	               end else if(Five_db) begin
                     if(money+5<=70) money <= money + 5;
                     else money <= 70;
                     state <= Buy;
                    end else if(Ten_db) begin
                      if(money+10<=70) money <= money + 10;                   
                      else money <= 70;
                      state <= Buy;
                    end else if(Fifty_db) begin
                      if(money+50<=70) money <= money + 50;
                      else money <= 70;
                      state <= Buy;
                    end else begin
                      state <= Buy;
                    end
	             end
	      Return : begin
	                 if(money>0) begin
	                   if(count==10) begin
	                     count <= 0;
	                     money <= money - 5;
	                   end else count <= count + 1;
	                   state <= Return;
	                 end else state <= Wait;
	               end
	    endcase
	  end
	end
	always @(posedge RTC_ms) begin
	  case (AN)
	    4'b1110 : begin
	                AN <= 4'b1101;
	                display_value <= Digit[1];
	              end
	    4'b1101 : begin
	                AN <= 4'b1110;
	                display_value <= Digit[0];
	              end
	    default : AN <= 4'b1110;
	  endcase
	end
	always@(*) begin
      case (display_value)
        0 : Seg = 7'b1000000;  
        1 : Seg = 7'b1111001;                                               
        2 : Seg = 7'b0100100;                                      
        3 : Seg = 7'b0110000;                                           
        4 : Seg = 7'b0011001;                                        
        5 : Seg = 7'b0010010;                                           
        6 : Seg = 7'b0000010; 
        7 : Seg = 7'b1111000;  
        8 : Seg = 7'b0000000;   
        9 : Seg = 7'b0010000;   
        default : Seg = 7'b0111111;
      endcase
    end
endmodule
module OQ2_Calculator();
endmodule
==> /design/flow/constraint.sdc <==
current_design OQ1_Vending_Machine

set clk_period 5.3
set clk_io_pct 0.2

create_clock -name clk0 -period $clk_period [get_ports {CLK}]

set non_clock_inputs [all_inputs -no_clocks]
set_input_delay [expr $clk_period * $clk_io_pct] -clock clk0 $non_clock_inputs
set_output_delay [expr $clk_period * $clk_io_pct] -clock clk0 [all_outputs]
==> qor.txt <==
synth top area cells -> dfxtp_1 (26%), ha_1 (8.8%), xnor2_1 (5.2%)
Setup crit start kind -> register
clock slew at reported path FFs -> 60 ps
Syn Area/Cell -> 8.29 sq um
pwr dens -> 159 nW/um^2
sequential fraction of the synthesis area -> 28.2%
Yosys Chip Area -> 6380 sq um
Finished Layout Cells -> 1049
vias per cell -> 5.27
number of global-route vias before repair -> 5080
WL per Instance -> 14.3 um
Top Family by Delay on Critical Path -> simple AND/OR/NAND/NOR gates
io pins -> 25
asr flop ratio synth -> 0%
# rows -> 52
Setup Viol. Count Final -> 0
FMAX -> 0.507 GHz
Critical Path Sink Type -> register
WL final -> 15000 um
Syn Std Cell Area -> 6380 sq um
Tot Pwr -> 1.13 mW
Worst Path Max Fanout -> 16
Critical-path top delay cell -> dfxtp_1
Critical Setup Path Class -> register to register
clk buf depth -> 2
crit path cell chain -> nand2_1 > nor3_1 > nand4_1 > nor3_1 > buf_4 > nor2_1
CTS Hold Buffers Added -> 0
max_cap viols -> 0
Die Ht -> 148 um
CP dominant cell by count -> nor3_1
max incr delay on CP -> 610 ps
first-pass GRT wire length -> 25300 um
tool warning count -> 54
Sum Neg Setup Slack -> 0 ps
Ant. Diodes -> 0
Cells after Synth -> 770
worst-margin pin slew -> 714 ps
layout cells sized above 1 -> 6.80%
Cell variety after synth -> 94
Post-CTS Setup Bufs -> 0
antenna violations before repair -> 0
Hold Crit Class -> register to register
grt total ovfl -> 0
GP Congestion -> 0.922
FP Util -> 31.0%
Port Buffers -> 22
endpoints left unconstrained -> 44
post-layout min period -> 1970 ps
clock skew -> 7.20 ps
Die Wd -> 148 um
EDFF count, synth -> 4
main flop type -> dfxtp_1
Post-CTS Resized -> 0
DP Cell Count -> 1033
register pins left without a clock -> 27
Iteration-0 DRC Markers -> 374
DRT antenna net count -> 0
Final Hold Fails -> 0
Critical Path AT -> 2190 ps
clk latency late pin -> 320 ps
RSZ-0062 raised after global routing -> false
hpwl dp -> 11000 um
chip area -> 21900 sq um
Post-route DRC -> 0
pin count of the biggest net entering global routing -> 30
Root Driver -> clkbuf_16
Worst VDD drop -> 0.177 mV
CTS Buf Count -> 9
via count -> 5531
status -> finished, final reports clean
CP bufs+invs -> 1
ys cells -> 770
area grow syn2layout -> 11.4%
Rel. slew slack -> 52.3%
Yosys top cell area share -> 26.4%
crit share post-route -> 37.2%
DRT Pass-1 Iters -> 5
yosys warning tally -> 2
CTS tree -> built
Flops after synth -> 88
H-tree levels -> 3
Core ar. -> 20600 sq um
Slew Viols, Final -> 0
Crit path required time -> 5510 ps
Overall Global Routing Usage -> 14.3%
Leak Pwr -> 2.76 nW
leading area contributor after synthesis -> dfxtp_1
## power by group
part           total (mW)  leakage, nW  switching (mW)  internal [mW]
Clock               0.636        0.157           0.218          0.418
Combinational      0.0269         1.88          0.0141         0.0128
Sequential          0.471        0.723         0.00403          0.467
Total                1.13         2.76           0.236          0.897
## layout make-up
| cell class | instances | area (sq um) |
|---|---|---|
| Clock inverter | 7 | 103 |
| Timing Repair Buffer | 28 | 265 |
| Clock buffer | 9 | 225 |
| Sequential cell | 88 | 1800 |
| Multi-Input combinational cell | 611 | 4240 |
| Inverter | 36 | 135 |
| Fill cell | 2110 | 13500 |
| Tap cell | 270 | 338 |
## per-stage QoR
| step | instance area, sq um | util [%] | hold WS (ps) | worst slack, ps |
|---|---|---|---|---|
| finish | 7110 | 34.6 | 349 | 3330 |
| global route | 7110 | 34.6 | 352 | 3100 |
| CTS | 7110 | 34.6 | 347 | 3300 |
| detailed placement | 6780 | 33.0 | 337 | 3350 |
| global placement | 6780 | 33.0 | 334 | 3360 |
| floorplan | 6380 | - | 330 | 3640 |
## synthesized netlist by cell type (6+ instances only)
library cell / instances
a31oi_1: 12
nor4_1: 8
nand2b_1: 10
nand2_1: 65
o21ai_0: 42
a211oi_1: 15
a21o_1: 6
mux2i_1: 7
inv_1: 32
buf_2: 7
nor3_1: 19
a21oi_1: 54
xnor2_1: 38
nor2b_1: 9
nand4_1: 20
and3_1: 12
nand3_1: 35
xor2_1: 23
nor2_1: 61
and4_1: 10
and2_1: 13
ha_1: 45
dfxtp_1: 84
clkbuf_1: 17
## state kept, by name (all words and copies together), names as in the netlist
| name | cells |
|---|---|
| state | 3 |
| divider_ds | 24 |
| display_value | 4 |
| DB3.DFF | 4 |
| AN | 2 |
| DB1.DFF | 4 |
| money | 7 |
| count | 4 |
| DB4.DFF | 4 |
| divider_ms | 17 |
| DB2.DFF | 4 |
| DB5.DFF | 4 |
| Seg | 7 |
## metal layers
layer	up-vias	share of wire, %	GRT usage, %
li1	2811	-	-
met1	2557	49	21.2
met2	138	45	22.7
met3	25	4.4	1.67
met4	0	1.7	2.63
met5	-	0	0
## cell usage in the layout (no fill, tap or decap), drive strengths merged, types with 8 or more instances in the layout
cell type      Yosys  layout
nand2b            10      10
nand4             20      20
nor4               8       8
clkdlybuf4s50      0      22
and2              13      13
xor2              23      23
nand3             36      36
a211oi            17      17
o21ai             43      43
nand2             65      65
nor2              61      61
mux2i             10      10
xnor2             38      38
a31oi             12      12
inv               36      40
and4              10      10
nor2b              9       9
nor3              20      20
clkbuf            18       9
and3              12      12
dfxtp             84      84
ha                45      45
a21oi             55      55
## final timing paths
kind | startpoint | end | slack (ps) | depth (start not counted)
setup / recovery | divider_ds[23] | divider_ds[20] | 3330 | 6
hold / removal | DB2.DFF[1] | DB2.DFF[2] | 350 | 0
setup reg to reg | divider_ds[23] | divider_ds[20] | 3330 | 6
hold reg to reg | DB2.DFF[1] | DB2.DFF[2] | 350 | 0
## kinds of logic after synthesis
kind of cell	Yosys count	share of synthesized area (%)
mux	12	2.57
xor+xnor	62	8.73
simple gates	282	22.7
fa+ha+maj	49	9.47
buf+inv	72	5.33
compound gates	204	22.9
other cells	1	0.0588
flops	88	28.2
## worst reg2reg max path: stages, from the launching register on
cell and delay [ps]:
dfxtp_1 610, nand2_1 110, nor3_1 170, nand4_1 110, nor3_1 540, buf_4 270
nor2_1 60
Power and IR drop assume default switching activity.
